==> ./config.mk <==
export PLATFORM = sky130hd
export DESIGN_NAME = int_interpolate_sinc8x2_16
export DESIGN_NICKNAME = int_interpolate_sinc8x2_16
export VERILOG_FILES = /design/flow/design.v
export SDC_FILE = /design/flow/constraint.sdc
export NUM_CORES = 4
export LEC_CHECK = 1
export CORE_UTILIZATION = 30
==> ./constraint.sdc <==
current_design int_interpolate_sinc8x2_16

set clk_period 31.3
set clk_io_pct 0.2

create_clock -name clk0 -period $clk_period

set non_clock_inputs [all_inputs -no_clocks]
set_input_delay [expr $clk_period * $clk_io_pct] -clock clk0 $non_clock_inputs
set_output_delay [expr $clk_period * $clk_io_pct] -clock clk0 [all_outputs]
==> ./design.v <==
module int_ovReduce(
	o,
	i);
	output	signed [ws - 1:0]	o;
	input	signed [ws - 1:0]	i;
	parameter	ws = 16;
	assign o = (i<0)?i+1:i;
endmodule
module int_redAbs(
	o,
	i);
	output	signed [ws - 1:0]	o;
	input	signed [ws - 1:0]	i;
	parameter	ws = 16;
	assign o = (i<0)?~i:i;
endmodule
module	uint15_log2(  
	o,
	i);
	output	[3:0]	o;
	input	[15:0]	i;
	assign	o = 
		i[14]?4'd15:i[13]?4'd14:i[12]?4'd13:i[11]?4'd12:i[10]?4'd11:
		i[9]?4'd10:i[8]?4'd9:i[7]?4'd8:i[6]?4'd7:i[5]?4'd6:
		i[4]?4'd5:i[3]?4'd4:i[2]?4'd3:i[1]?4'd2:i[0]?4'd1:4'd0;
endmodule
module	uint32_log2(  
	o,
	i);
	output	[4:0]	o;
	input	[31:0]	i;
	assign	o = 
		i[31]?5'd31:i[30]?5'd30:
		i[29]?5'd29:i[28]?5'd28:i[27]?5'd27:i[26]?5'd26:i[25]?5'd25:
		i[24]?5'd24:i[23]?5'd23:i[22]?5'd22:i[21]?5'd21:i[20]?5'd20:
		i[19]?5'd19:i[18]?5'd18:i[17]?5'd17:i[16]?5'd16:i[15]?5'd15:
		i[14]?5'd14:i[13]?5'd13:i[12]?5'd12:i[11]?5'd11:i[10]?5'd10:
		i[9]?5'd9:i[8]?5'd8:i[7]?5'd7:i[6]?5'd6:i[5]?5'd5:
		i[4]?5'd4:i[3]?5'd3:i[2]?5'd2:i[1]?5'd1:5'd0;
endmodule
module int_norm(  
	o,
	i);
	output	signed [ws - 1:0] o;
	input	signed [ws - 1:0] i;
	parameter	ws = 16;
	assign o = {~i[ws - 1], i[ws - 2:0]};
endmodule
module int_sqrt_cmp10(
	y,
	x
	);
	output	[4:0]	y;
	input	[9:0]	x;
	assign	y = 
		(x>=961)?31: (x>=900)?30: 
		(x>=841)?29: (x>=784)?28: (x>=729)?27: (x>=676)?26: (x>=625)?25: 
		(x>=576)?24: (x>=529)?23: (x>=484)?22: (x>=441)?21: (x>=400)?20: 
		(x>=361)?19: (x>=324)?18: (x>=289)?17: (x>=256)?16: (x>=225)?15: 
		(x>=196)?14: (x>=169)?13: (x>=144)?12: (x>=121)?11: (x>=100)?10: 
		(x>=81)?9: (x>=64)?8: (x>=49)?7: (x>=36)?6: (x>=25)?5: 
		(x>=16)?4: (x>=9)?3: (x>=4)?2: (x>=1)?1: 0;
endmodule
module int_interpolate_sinc8x2_16(
	oOut,
	iIndex,
	iP2, iP1, iS1, iS2
	);
	output	signed	[15:0]	oOut;
	input	[2:0]	iIndex;
	input	signed	[15:0]	iP2, iP1, iS1, iS2;
	wire	[31:0]	m32O;
	assign	m32O = 
		(iIndex==1)? (iP1*31932 + iP2*-2328 + iS2*-1397 + iS1*4561):
		(iIndex==2)? (iP1*29501 + iP2*-3830 + iS2*-2736 + iS1*9833):
		(iIndex==3)? (iP1*25696 + iP2*-4521 + iS2*-3825 + iS1*15418):
		(iIndex==4)? (iP1*20860 + iP2*-4476 + iS2*-4476 + iS1*20860):
		(iIndex==7)? (iS1*31932 + iS2*-2328 + iP2*-1397 + iP1*4561):
		(iIndex==6)? (iS1*29501 + iS2*-3830 + iP2*-2736 + iP1*9833):
		(iIndex==5)? (iS1*25696 + iS2*-4521 + iP2*-3825 + iP1*15418):
		(iP1*32768);
	assign	oOut = m32O[30]?32768:m32O[30:15];  
endmodule
module	int_sqrt(
	y,
	x,
	iCLK, iCTRL
	);
	output	reg	[15:0]	y;
	input	[31:0]	x;
	input	iCLK, iCTRL;
	reg	[31:0]	mx;
	reg	[15:0]	t, my;
	always	@(negedge iCTRL or negedge iCLK) begin
		if (!iCTRL) begin
			t <= 16'h8000;
			y <= 0;
			mx <= x;
			my <= 0;
		end
		else if (0 == t) begin
			y <= my;
		end
		else begin
			if ((my+t)*(my+t)<=mx) my <= my+t;
			t <= t >> 1;
		end
	end
endmodule
module	int_sqrt_UAD( 
	y,
	x,
	iCLK, iCTRL
	);
	output	reg	[15:0]	y;
	input	[31:0]	x;
	input	iCLK, iCTRL;
	reg	[15:0]	t, my;
	always	@(negedge iCLK) begin
		if (0 == t) begin
			if (iCTRL) begin
				t <= 16'h8000;
				my <= 16'd0;
			end
			y <= my;
		end
		else begin
			if ((my+t)*(my+t)<=x) my <= my+t;
			t <= t >> 16'd1;
		end
	end
endmodule
==> ./run.sh <==
#!/bin/bash
# OpenROAD 26Q1-2900-gdf79404cd8, Yosys 0.63+post, stock flow scripts
make -C /OpenROAD-flow-scripts/flow DESIGN_CONFIG=/design/flow/config.mk WORK_HOME=/design/flow/orfs finish
==> flow_metrics.py <==
# Physical implementation metrics
metrics = {
    "yosys": {
        "synth.yosys.seq_area_share_pct": 0,
        "synthesized_area_fraction_occupied_by_ao_oa_aoi_and_oai_cells_pct": 6.02,
        "yosys-stat-area_um2": 111000,
        "synthXorXnorAreaFrac_pct": 4.66,
        "synth_area_per_cell_um2": 9.88,
        "yosys_warn_count": 0,
        "netlist.top_cell.by_instances": "inv_1",
        "synth.top_cells.by_area": "fa_1 (46%), ha_1 (26%), inv_1 (13%)",
        "leading_area_contributor_after_synthesis": "fa_1",
        "post_synthesis_adder_cell_area_fraction_pct": 72.3,
        "netlist-cell-type-count": 97,
        "netlist_instances": 11200,
        "synthMuxAreaShare_pct": 0.0555,
        "synth.top_cell.area_share_pct": 46.4,
        "simple_gate_area_share_pct": 3.74,
        "synth.cell_area_um2": 111000,
        "post_synth_most_frequent_cells": "inv_1 (3856), fa_1 (2563), ha_1 (2285)",
        "synth.logic.top_family": "adder cells",
        "yosysCellCount": 11200,
    },
    "finish": {
        "comb_area_um2": 96000,
        "fillers": 37600,
        "area.growth.synth_to_final_pct": 8.43,
        "layout_cells_sized_above_1_pct": 4.19,
        "final_cell_area_um2": 120000,
        "n_clock_buffer": 0,
        "final-seq-area_um2": 0,
        "flop-count": 0,
        "layoutNonFillerInstCount": 16400,
    },
    "die": {
        "number_of_ports_placed_on_the_die_boundary": 83,
        "die.size.y_um": 609,
        "die.size.x_um": 609,
        "chipArea_um2": 371000,
        "core-area_um2": 366000,
        "rows": 222,
        "initial_core_util_pct": 30.2,
    },
    "run": {
        "max_cap_violations": 0,
        "tool_warnings": 171,
    },
    "power_and_ir_drop": {
        "power.density_cell_area_nw_per_um2": 1090,
        "power_report.internal_total_mw": 52.4,
        "net-switching-power_mw": 77.7,
        "worst_ir_drop_vdd_mv": 2.39,
        "power.static_leakage_nw": 64.9,
        "switching_share_pct": 59.7,
    },
    "final_timing": {
        "achievable-frequency_mhz": 35.3,
        "timing_max_transition_violations_final": 0,
        "timing.final.hold_violations": 0,
        "setup-tns-final_ns": 0,
        "rsz0062_at_grt": "false",
        "final_setup_vio_count": 0,
        "tightest_slew_ns": 1.23,
        "layout_worst_path_cycle_share_pct": 90.4,
        "slew_headroom_pct": 17.5,
        "minimum_period_implied_by_the_final_worst_setup_slack_ns": 28.31,
    },
    "routing": {
        "drt-initial-drc-count": 4285,
        "vias": 75400,
        "drt_pass1_iterations": 6,
        "ant_nets": 0,
        "drc": 0,
        "wl_um": 455000,
        "wl_per_cell_um": 27.7,
        "routed_via_density": 4.59,
    },
    "worst_setup_path": {
        "timing.critical_path.mode_cell": "fa_1",
        "worst_path_max_delay_cell": "a211oi_1",
        "critical_path.max_stage_delay_ns": 1.04,
        "timing_worst_setup_path_type": "in2out",
        "setup.worst_path.start_class": "input port",
        "crit_required_ns": 25.04,
        "critPathCaptureType": "output port",
        "worstPathArrival_ns": 22.05,
        "path_max_fanout": 11,
    },
    "grt": {
        "first_global_vias": 81700,
        "grt_use_total_pct": 26.5,
        "grt-ovfl-total": 0,
        "pin_count_of_the_biggest_net_entering_global_routing": 42,
        "number_of_antenna_violations_at_the_first_check_in_global_routing": 13,
        "grt_pass1_wl_um": 639000,
    },
    "hold_path": {
        "worst_hold_path_type": "in2out",
    },
    "placed_design": {
        "place_area_um2": 120000,
        "place.detailed.instances": 16400,
        "gpl.final_weighted_congestion": 1.14,
        "dp_hpwl_um": 412000,
        "numPortBuffers": 83,
    },
    "status": {
        "run_status": "complete, no violations",
    },
    "clock_network": {
        "cts_hold_buf": 0,
        "total_setup_buffers_inserted_after_cts": 0,
        "postCtsResizedCells": 0,
    },
}
metal layers:
layer | vias to the layer above | GRT usage [%] | wire [um] | share of wire (%)
met1 | 36900 | 31.8 | 164000 | 36
met4 | 16 | 19.7 | 46800 | 10
li1 | 34500 | - | - | -
met3 | 688 | 13.3 | 56500 | 12
met5 | - | 1.32 | 639 | 0.14
met2 | 3273 | 36.5 | 187000 | 41
cells in the final DEF, fill, tap and decap left out, types with 163 or more instances in the layout:
cell     instances
inv_1         3854
fa_1          2563
ha_1          2285
xnor2_1        404
buf_4          342
a21oi_1        325
nor2_1         270
o21ai_0        182
nand2_1        176
xor2_1         163
area by class of cell:
| type | count | area share (%) |
|---|---|---|
| multi-input combinational | 7306 | 80.1 |
| inverter | 3858 | 12.1 |
| tap | 4816 | 5.03 |
| timing repair buffer | 424 | 2.74 |
| antenna | 15 | 0.0313 |
path summary, 6_finish.rpt:
check	from	end	slack, ns	cells after the start
max	iS1[8]	oOut[8]	2.99	45
min	iP1[8]	oOut[8]	14.17	7
worst max-delay path: cells and delay by family:
kind | cells | cell delay, ns
AND-OR/OR-AND | 13 | 3.95
XOR/XNOR | 2 | 0.41
adder cells (fa/ha/maj) | 16 | 7.53
buffers and inverters | 11 | 2.34
AND/OR/NAND/NOR | 3 | 1.48
logic make-up after synthesis:
family | after synthesis
multiplexers | 6
buffers and inverters | 3881
adder cells (fa/ha/maj) | 4848
AND-OR/OR-AND | 1011
AND/OR/NAND/NOR | 859
XOR/XNOR | 582
per-stage QoR:
| step | total power, mW | setup WS [ns] | utilization, % | hold WS (ns) |
|---|---|---|---|---|
| 4_1_cts | 130 | 3.38 | 32.7 | 14.11 |
| 2_1_floorplan | 91.0 | 5.63 | - | 12.74 |
| 3_3_place_gp | 129 | 3.05 | 32.7 | 14.09 |
| 6_report | 130 | 2.99 | 32.7 | 14.17 |
| 3_5_place_dp | 129 | 3.44 | 32.7 | 14.10 |
| 5_1_grt | 142 | 2.77 | 32.7 | 14.15 |
No activity file was given, so power comes from the tool's default toggle rates.
