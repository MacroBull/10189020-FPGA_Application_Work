File: design/flow/constraint.sdc
current_design hex8

set clk_period 1.7
set clk_io_pct 0.2

create_clock -name clk0 -period $clk_period

set non_clock_inputs [all_inputs -no_clocks]
set_input_delay [expr $clk_period * $clk_io_pct] -clock clk0 $non_clock_inputs
set_output_delay [expr $clk_period * $clk_io_pct] -clock clk0 [all_outputs]
File: design/flow/run.sh
#!/bin/bash
# OpenROAD 26Q1-2900-gdf79404cd8, Yosys 0.63+post, stock flow scripts
make -C /OpenROAD-flow-scripts/flow DESIGN_CONFIG=/design/flow/config.mk WORK_HOME=/design/flow/orfs finish
File: design/flow/design.v
module hex1(oHex, 
	iNum);
	output	[7:0]	oHex;
	input	[3:0]	iNum;
	assign	oHex = (iNum == 4'h0)?8'b11000000:
		(iNum == 4'h1)?8'b11111001:
		(iNum == 4'h2)?8'b10100100:
		(iNum == 4'h3)?8'b10110000:
		(iNum == 4'h4)?8'b10011001:
		(iNum == 4'h5)?8'b10010010:
		(iNum == 4'h6)?8'b10000010:
		(iNum == 4'h7)?8'b11111000:
		(iNum == 4'h8)?8'b10000000:
		(iNum == 4'h9)?8'b10010000:
		(iNum == 4'ha)?8'b10001000:
		(iNum == 4'hb)?8'b10000011:
		(iNum == 4'hc)?8'b10100111:
		(iNum == 4'hd)?8'b10100001:
		(iNum == 4'he)?8'b10000110:
		(iNum == 4'hf)?8'b10001110:
		8'b11111111;
endmodule
module hex4(oHex, 
	iNum);
	output	[31:0]	oHex;
	input	[15:0]	iNum;
	hex1	comp0(oHex[7:0], iNum[3:0]);
	hex1	comp1(oHex[15:8], iNum[7:4]);
	hex1	comp2(oHex[23:16], iNum[11:8]);
	hex1	comp3(oHex[31:24], iNum[15:12]);
endmodule
module hex8(oHex, 
	iNum);
	output	[63:0]	oHex;
	input	[31:0]	iNum;
	hex1	comp0(oHex[7:0], iNum[3:0]);
	hex1	comp1(oHex[15:8], iNum[7:4]);
	hex1	comp2(oHex[23:16], iNum[11:8]);
	hex1	comp3(oHex[31:24], iNum[15:12]);
	hex1	comp4(oHex[32 + 7:32 + 0], iNum[19:16]);
	hex1	comp5(oHex[32 + 15:32 + 8], iNum[23:20]);
	hex1	comp6(oHex[32 + 23:32 + 16], iNum[27:24]);
	hex1	comp7(oHex[32 + 31:32 + 24], iNum[31:28]);
endmodule
File: design/flow/config.mk
export PLATFORM = sky130hd
export DESIGN_NAME = hex8
export DESIGN_NICKNAME = hex8
export VERILOG_FILES = /design/flow/design.v
export SDC_FILE = /design/flow/constraint.sdc
export NUM_CORES = 4
export LEC_CHECK = 1
export CORE_AREA = 10 10 103 103
export DIE_AREA = 0 0 113 113
==> flow_summary_export.csv <==
group,metric,value,unit
outcome,status,"finished, final reports clean",
logic_synthesis,netlist_area,0.00145,mm²
placed_design,pre_cts_ws,-0.603,ns
floorplanning,die_h,113,µm
pwr,pwr-share-clk,0,%
hold_path,worstHoldPathType,"input pin to primary output",
floorplanning,die_area,0.0128,mm²
logic_synthesis,top_cell_area_share,14.2,%
routing,antenna_cells,0,
logic_synthesis,syn_avg_cell_area,5.56,µm²
timing,rsz0062_at_grt,"true",
layout,syn2layout_area_growth,114,%
routing,drt_iter0_drc,72,
pwr,p_sw_share,41.8,%
timing,final.setup.tns,0,ns
setup_path,path_cells,"clkdlybuf4s15_2, buf_6, buf_4, nor2_4, nand2_2, a31oi_1, clkdlybuf4s15_1",
global_routing,track_usage,8.79,%
layout,fillers,840,
routing,wirelength,6050,µm
layout,ff_count,0,
flow_run,cap_violations,0,
pwr,power_density,240,mW/mm²
setup_path,worstSetupPathType,"input pin to primary output",
floorplanning,fp_util,17.5,%
timing,hold_violations,0,
timing,holdWs,1.02,ns
pwr,p_total,743,µW
setup_path,crit_path_max_fanout,5,
timing,slew_violations,0,
logic_synthesis,ys.warnings.count,0,
layout,clkbuf_count,0,
floorplanning,io_pins,96,
floorplanning,coreArea,0.00830,mm²
logic_synthesis,ys_seq_share,0,%
floorplanning,die_w,113,µm
setup_path,crit_required,1.36,ns
flow_run,warnings,34,
routing,detail_route.first_pass.iterations,4,
setup_path,cp_num_buf_inv,4,
logic_synthesis,ys_types,35,
layout,logic_area,0.00145,mm²
floorplanning,rows,33,
global_routing,grt.overflow.total,0,
logic_synthesis,synthCells,261,
global_routing,grt_pass1_wl,10200,µm
placed_design,portBuffers,88,
pwr,p_sw,311,µW
routing,post_drt_wl_per_cell,11.8,µm
logic_synthesis,ys_chip_area,0.00145,mm²
global_routing,grt_pass1_vias,2245,
setup_path,startpoint_type,"input pin",
pwr,p_int,432,µW
setup_path,critPathTopFamily,"buffers and inverters",
setup_path,cp.depth,7,
pwr,ir_worst_vdd,91.2,µV
timing,setup_ws,0.0227,ns
pwr,sequentialPowerShare,0,%
hold_path,hold_depth,3,
placed_design,place.gp.congestion,0.821,
layout,drive_gt1_share,45.6,%
layout,postLayoutCoreUtil,37.3,%
setup_path,max_stage_delay,0.20,ns
routing,avgViaCountPerCell,4.44,
logic_synthesis,top_cells_by_area,"a21oi_1, nand2_1, buf_2",
global_routing,grt_max_degree,9,
layout,ff_latch_area,0,µm²
cts,hold_buffers,0,
logic_synthesis,yosysTopAreaCell,"a21oi_1",
setup_path,worst_setup_path_end_kind,"primary output",
timing,fmax,596,MHz
routing,vias,2277,
pwr,combPwrFrac,100.0,%
timing,setup_viol,0,
logic_synthesis,yosys_cells,261,
pwr,power_leakage,1.58,nW
global_routing,antenna_found_initial,0,
routing,drc,0,
setup_path,arrival,1.34,ns
timing,fin_crit,1.68,ns
timing,period_used_share,98.7,%
setup_path,critPathSlowestCell,"clkdlybuf4s15_2",
placed_design,dp_hpwl,4550,µm
routing,ant_nets,0,
-- per-layer routing --
| layer | vias up | part of all wire, % | track usage (%) |
|---|---|---|---|
| li1 | 1193 | - | - |
| met1 | 1027 | 47 | 11.6 |
| met2 | 55 | 46 | 14.9 |
| met3 | 2 | 6.8 | 2.19 |
| met4 | 0 | 0.35 | 0.338 |
| met5 | - | 0 | 0 |
-- synth_stat cells, drive strengths merged, types with 3 or more instances --
cell type	number
nor2b	5
o22ai	7
o32ai	7
mux2i	3
o21ai	4
a31oi	7
or2	14
nand2	31
buf	33
nor2	22
inv	14
clkbuf	7
a21o	13
nand2b	9
a221oi	7
and2b	3
nor3	7
and2	7
nand3	10
a21oi	41
-- what timing repair did --
item | in CTS | in global routing
setup buffers | 29 | 2
gates resized | 256 | 36
endpoints found under the setup margin | 56 | 17
pin swaps | 40 | 12
cloned | 0 | 0
-- tightest hold or removal path, cell delays in order --
cell and delay (ns):
buf_2 0.14, o32ai_1 0.09, buf_2 0.11
-- cell families after synthesis --
family / after synthesis / synth area share (%)
buffers and inverters: 54 / 19.1
AOI/OAI and AO/OA: 93 / 41.2
muxes: 3 / 2.07
other: 1 / 0.259
xor gates and xnor gates: 1 / 0.604
and+or+nand+nor: 109 / 36.8
-- power groups by stage --
stage	Sequential, mW	Combinational (mW)	Clock (mW)
4_1_cts	0	0.723	0
5_1_grt	0	0.822	0
6_report	0	0.743	0
-- cell type report --
| class | count | area share [%] |
|---|---|---|
| Multi-Input combinational cell | 214 | 46.9 |
| Inverter | 14 | 1.70 |
| Timing Repair Buffer | 180 | 47.2 |
| Tap cell | 105 | 4.24 |
-- per-stage QoR --
step / instance area, µm² / cells
3_3_place_gp: 2740 / 484
6_report: 3100 / 513
3_5_place_dp: 2740 / 484
2_1_floorplan: 1480 / 268
4_1_cts: 3040 / 513
5_1_grt: 3100 / 513
-- worst paths after layout --
| kind | slack [ns] | start | endpoint |
|---|---|---|---|
| max | 0.02 | iNum[3] | oHex[1] |
| min | 1.02 | iNum[14] | oHex[24] |
-- layout by cell type, fill, tap and decap left out, types with 4 or more instances in the layout --
master / synthesis / final
clkbuf_2: 0 / 7
buf_2: 23 / 22
a31oi_1: 7 / 6
nor2_2: 0 / 4
nor2_1: 22 / 14
dlygate4sd2_1: 0 / 40
nand2_2: 0 / 4
nand2_1: 31 / 27
conb_1: 1 / 8
o32ai_2: 1 / 4
o22ai_1: 7 / 7
buf_4: 8 / 74
clkdlybuf4s15_1: 0 / 4
a21oi_1: 41 / 32
nor3_2: 0 / 7
a21oi_2: 0 / 9
nand2b_1: 9 / 5
and2_1: 6 / 6
nand3_1: 10 / 10
nor2_4: 0 / 4
nor2b_4: 0 / 4
or2_1: 13 / 13
clkdlybuf4s15_2: 0 / 7
inv_1: 14 / 13
nand2b_4: 0 / 4
a21o_1: 13 / 13
a221oi_2: 0 / 7
buf_6: 2 / 25
Power and IR drop assume default switching activity.
